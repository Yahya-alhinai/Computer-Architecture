==> /design/flow/config.mk <==
export PLATFORM = sky130hd
export DESIGN_NAME = Carry_Lookahead_Adder
export DESIGN_NICKNAME = Carry_Lookahead_Adder
export VERILOG_FILES = /design/flow/design.v
export SDC_FILE = /design/flow/constraint.sdc
export NUM_CORES = 4
export LEC_CHECK = 1
export CORE_AREA = 10 10 70 70
export DIE_AREA = 0 0 80 80
==> /design/flow/run.sh <==
#!/bin/bash
# OpenROAD 26Q1-2900-gdf79404cd8, Yosys 0.63+post, stock flow scripts
make -C /OpenROAD-flow-scripts/flow DESIGN_CONFIG=/design/flow/config.mk WORK_HOME=/design/flow/orfs finish
==> /design/flow/constraint.sdc <==
current_design Carry_Lookahead_Adder

set clk_period 9.6
set clk_io_pct 0.2

create_clock -name clk0 -period $clk_period

set non_clock_inputs [all_inputs -no_clocks]
set_input_delay [expr $clk_period * $clk_io_pct] -clock clk0 $non_clock_inputs
set_output_delay [expr $clk_period * $clk_io_pct] -clock clk0 [all_outputs]
==> /design/flow/design.v <==
`timescale 1ns / 1ps
module Carry_Block_1(
    output Cout,
    input [9:0] p,
    input [9:0] g,
    input Cin
    );
    assign Cout = g[0] + (p[0] & Cin);
endmodule
`timescale 1ns / 1ps
module Carry_Block_10(
    output Cout,
    input [9:0] p,
    input [9:0] g,
    input Cin
    );
    assign Cout = g[9] + (p[9] & (g[8] + (p[8] & (g[7] + (p[7] & (g[6] + (p[6] & (g[5] + (p[5] & (g[4] + (p[4] & (g[3] + (p[3] & (g[2] + (p[2] & (g[1] + (p[1] & (g[0] + (p[0] & Cin)))))))))))))))))));
endmodule
`timescale 1ns / 1ps
module Carry_Block_2(
    output Cout,
    input [9:0] p,
    input [9:0] g,
    input Cin
    );
    assign Cout = g[1] + (p[1] & (g[0] + (p[0] & Cin)));
endmodule
`timescale 1ns / 1ps
module Carry_Block_3(
    output Cout,
    input [9:0] p,
    input [9:0] g,
    input Cin
    );
    assign Cout = g[2] + (p[2] & (g[1] + (p[1] & (g[0] + (p[0] & Cin)))));
endmodule
`timescale 1ns / 1ps
module Carry_Block_4(
    output Cout,
    input [9:0] p,
    input [9:0] g,
    input Cin
    );
    assign Cout = g[3] + (p[3] & (g[2] + (p[2] & (g[1] + (p[1] & (g[0] + (p[0] & Cin)))))));
endmodule
`timescale 1ns / 1ps
module Carry_Block_5(
    output Cout,
    input [9:0] p,
    input [9:0] g,
    input Cin
    );
    assign Cout = g[4] + (p[4] & (g[3] + (p[3] & (g[2] + (p[2] & (g[1] + (p[1] & (g[0] + (p[0] & Cin)))))))));
endmodule
`timescale 1ns / 1ps
module Carry_Block_6(
    output Cout,
    input [9:0] p,
    input [9:0] g,
    input Cin
    );
    assign Cout = g[5] + (p[5] & (g[4] + (p[4] & (g[3] + (p[3] & (g[2] + (p[2] & (g[1] + (p[1] & (g[0] + (p[0] & Cin)))))))))));
endmodule
`timescale 1ns / 1ps
module Carry_Block_7(
    output Cout,
    input [9:0] p,
    input [9:0] g,
    input Cin
    );
    assign Cout = g[6] + (p[6] & (g[5] + (p[5] & (g[4] + (p[4] & (g[3] + (p[3] & (g[2] + (p[2] & (g[1] + (p[1] & (g[0] + (p[0] & Cin)))))))))))));
endmodule
`timescale 1ns / 1ps
module Carry_Block_8(
    output Cout,
    input [9:0] p,
    input [9:0] g,
    input Cin
    );
    assign Cout = g[7] + (p[7] & (g[6] + (p[6] & (g[5] + (p[5] & (g[4] + (p[4] & (g[3] + (p[3] & (g[2] + (p[2] & (g[1] + (p[1] & (g[0] + (p[0] & Cin)))))))))))))));
endmodule
`timescale 1ns / 1ps
module Carry_Block_9(
    output Cout,
    input [9:0] p,
    input [9:0] g,
    input Cin
    );
    assign Cout = g[8] + (p[8] & (g[7] + (p[7] & (g[6] + (p[6] & (g[5] + (p[5] & (g[4] + (p[4] & (g[3] + (p[3] & (g[2] + (p[2] & (g[1] + (p[1] & (g[0] + (p[0] & Cin)))))))))))))))));
endmodule
`timescale 1ns / 1ps
module Carry_Lookahead_Adder(
    input [9:0] A,
    input [9:0] B,
    input Cin,
    output [9:0] S,
    output Cout
    );
    wire [9:0] P;  
    wire [9:0] G;  
    wire [9:0] C;  
    PG_Block PG(A, B, P, G);
    assign C[0] = Cin;
    Carry_Block_1 CB1(C[1], P, G, Cin);
    Carry_Block_3 CB3(C[3], P, G, Cin);
    Carry_Block_2 CB2(C[2], P, G, Cin);
    Carry_Block_5 CB5(C[5], P, G, Cin);
    Carry_Block_4 CB4(C[4], P, G, Cin);
    Carry_Block_6 CB6(C[6], P, G, Cin);
    Carry_Block_7 CB7(C[7], P, G, Cin);
    Carry_Block_8 CB8(C[8], P, G, Cin);
    Carry_Block_9 CB9(C[9], P, G, Cin);
    Carry_Block_10 CB10(Cout, P, G, Cin);
    assign S = P ^ C;
endmodule
`timescale 1ns / 1ps
module PG_Block(
    input [9:0] A,
    input [9:0] B,
    output [9:0] P,
    output [9:0] G
    );
    assign G = A & B;
    assign P = A ^ B;
endmodule
==> results.py <==
# Auto-generated metrics
metrics = {
    "global_routing": {
        "grt_pass1_vias": 260,
        "grt_max_degree": 2,
        "grt_pass1_wl_microns": 1390,
        "track_usage_pct": 2.71,
        "grt-ovfl-total": 0,
        "antenna_found_initial": 0,
    },
    "detailed_routing": {
        "wire_per_inst_microns": 9.59,
        "vias_per_cell": 2.40,
        "dr.pass1.iters": 1,
        "drt-total-wl_microns": 892,
        "ant_nets": 0,
        "diodes": 0,
        "drc": 0,
        "num_vias": 223,
        "drtIter0Drc": 0,
    },
    "critical_path": {
        "critPathLaunchType": "input pin",
        "worstSetupPathType": "in2out",
        "crit_arrival_ns": 6.86,
        "cp_max_fo": 1,
        "cp.required_ns": 7.68,
        "cp-end-kind": "output port",
    },
    "synth": {
        "ys_cells": 15,
        "synth.distinct_cells": 2,
        "synth_cells": 15,
        "yosys_warnings": 0,
        "yosys_area_sq_um": 219,
        "netlist_area_sq_um": 219,
        "synth.avg_cell_area_sq_um": 14.6,
        "yosysSeqAreaShare_pct": 0,
    },
    "final_layout": {
        "flops": 0,
        "area_delta_synth_final_pct": 173,
        "nFillCells": 388,
        "drive_above_1_share_pct": 0,
        "clkbuf_count": 0,
        "seqCellArea_sq_um": 0,
        "final_common_cell": "clkdlybuf4s50_1",
        "finalNonFillerCells": 93,
        "layout_top_cells": "32 x clkdlybuf4s50_1, 10 x fa_1, 5 x inv_1",
    },
    "floorplan": {
        "chip_area_sq_um": 6400,
        "fp_util_pct": 6.41,
        "boundaryPins": 32,
        "die_h_microns": 80,
        "core_area_sq_um": 3420,
        "fp-row-count": 21,
        "die_x_microns": 80,
    },
    "power": {
        "ir_drop_mv": 0.0186,
        "p_leak_uw": 0.000225,
        "cellPowerDensity_nw_per_um2": 57.0,
    },
    "clock_network": {
        "postCtsResizedCells": 0,
        "holdBufCountCts": 0,
        "postCtsSetupBuffers": 0,
    },
    "timing": {
        "maxSlewViolCount": 0,
        "hold_violations": 0,
        "setup_viol": 0,
        "rsz0062_at_grt": "no",
        "fin_crit_ns": 8.78,
        "totalNegativeSetupSlack_ns": 0,
        "fin_crit_sh_pct": 91.5,
        "slew_headroom_pct": 93.3,
        "max_freq_ghz": 0.114,
        "worst_pin_slew_ns": 0.0999,
    },
    "run": {
        "max-cap-violations": 0,
        "warning_count": 32,
    },
    "place": {
        "dp.cells": 93,
        "place_congestion": 0.815,
        "place.detailed.hpwl_microns": 904,
        "io_buffers": 32,
    },
    "run_status": {
        "outcome": "complete, no violations",
    },
    "worst_hold_path": {
        "min_delay_path_depth": 5,
        "hold_path.class": "in2out",
    },
}
## cell families (layout without fill, tap and decap cells)
group,count (synthesis),after routing,synth area share [%]
adders and majority gates,10,10,91.4
buffers and inverters,5,37,8.57
## through the flow
step,hold slack (ns),power [uW],cell area [sq um],worst slack [ns],utilization [%]
after CTS,4.91,35.2,597,0.776,17.5
after floorplan,3.94,3.94,219,1.83,-
after global routing,4.96,39.3,597,0.524,17.5
final,4.89,34.0,597,0.821,17.5
after global placement,4.90,35.3,597,0.792,17.5
after detailed placement,4.91,35.2,597,0.796,17.5
## cells in the mapped netlist
library cell | count | area [sq um]
inv_1 | 5 | 18.8
fa_1 | 10 | 200
## area by class of cell
cell class	instances	area, sq um	share of cell area (%)
repair buffers	32	320	53.7
inverters	5	18.8	3.14
multi-input cells	10	200	33.5
well taps	46	57.6	9.64
## critical path: stages
cell             delay, ns
clkdlybuf4s50_1       0.43
fa_1                  0.44
fa_1                  0.38
fa_1                  0.39
fa_1                  0.39
fa_1                  0.39
fa_1                  0.39
fa_1                  0.39
fa_1                  0.39
fa_1                  0.36
inv_1                 0.07
fa_1                  0.40
inv_1                 0.06
clkdlybuf4s50_1       0.46
## power breakdown
part           internal (uW)  switching, uW  total, uW
sequential                 0              0          0
clock                      0              0          0
combinational           25.5           8.51       34.0
## final timing paths
| check | start | endpoint | slack [ns] |
|---|---|---|---|
| max | A[0] | S[9] | 0.82 |
| min | B[9] | Cout | 4.89 |
## routing by layer
layer	track usage, %	vias to the layer above	wire length, microns
met4	0	0	0
met5	0	-	0
li1	-	104	-
met3	2.27	0	240
met2	3.37	29	243
met1	3.66	90	409
Power figures rest on the tool's default switching activity, not on a simulated workload.
