==> flow/design.v <==
`timescale 1ns / 1ps
module one_bit_ALU(
    input A,
    input B,
    input Cin,
    input [1:0] control,
    output Cout,
    output result
    );
    assign result = (control == 0)? (A & B) : (control == 1)? (A | B) : (A ^ B ^ Cin);
    assign Cout = (A & B)|(A & Cin)|(B & Cin);
endmodule
`timescale 1ns / 1ps
module ripple_carry_ten_bit(
    input [9:0] A,
    input [9:0] B,
    input Cin,
    input [1:0] control,
    output Cout,
    output [9:0] result
    );
    wire [9:1] Carry;
    one_bit_ALU bit_0(A[0], B[0], Cin     , 2, Carry[1], result[0]);
    one_bit_ALU bit_1(A[1], B[1], Carry[1], 2, Carry[2], result[1]);
    one_bit_ALU bit_2(A[2], B[2], Carry[2], 2, Carry[3], result[2]);
    one_bit_ALU bit_3(A[3], B[3], Carry[3], 2, Carry[4], result[3]);
    one_bit_ALU bit_4(A[4], B[4], Carry[4], 2, Carry[5], result[4]);
    one_bit_ALU bit_5(A[5], B[5], Carry[5], 2, Carry[6], result[5]);
    one_bit_ALU bit_6(A[6], B[6], Carry[6], 2, Carry[7], result[6]);
    one_bit_ALU bit_7(A[7], B[7], Carry[7], 2, Carry[8], result[7]);
    one_bit_ALU bit_8(A[8], B[8], Carry[8], 2, Carry[9], result[8]);
    one_bit_ALU bit_9(A[9], B[9], Carry[9], 2, Cout    , result[9]);
endmodule
==> flow/run.sh <==
#!/bin/bash
# OpenROAD 26Q1-2900-gdf79404cd8, Yosys 0.63+post, stock flow scripts
make -C /OpenROAD-flow-scripts/flow DESIGN_CONFIG=/design/flow/config.mk WORK_HOME=/design/flow/orfs finish
==> flow/config.mk <==
export PLATFORM = sky130hd
export DESIGN_NAME = ripple_carry_ten_bit
export DESIGN_NICKNAME = ripple_carry_ten_bit
export VERILOG_FILES = /design/flow/design.v
export SDC_FILE = /design/flow/constraint.sdc
export NUM_CORES = 4
export LEC_CHECK = 1
export CORE_AREA = 10 10 70 70
export DIE_AREA = 0 0 80 80
==> flow/constraint.sdc <==
current_design ripple_carry_ten_bit

set clk_period 3.9
set clk_io_pct 0.2

create_clock -name clk0 -period $clk_period

set non_clock_inputs [all_inputs -no_clocks]
set_input_delay [expr $clk_period * $clk_io_pct] -clock clk0 $non_clock_inputs
set_output_delay [expr $clk_period * $clk_io_pct] -clock clk0 [all_outputs]
==> results_dict.tcl <==
# implementation run metrics
set metrics [dict create \
    highest_layer "met3" \
    switching_power_mw 0.0251 \
    hp-class "in -> out" \
    drtIter0Drc 1 \
    num_rows 21 \
    wl_per_cell_um 9.57 \
    cp_common_cell "fa_2" \
    drv_cap 0 \
    ir_drop_mv 0.0448 \
    layout.area.seq_um2 0 \
    switching_share_pct 31.8 \
    post-route-period-util_pct 135 \
    holdPathStages 5 \
    netlist.area_leader.share_pct 64.0 \
    worstHoldStart "Cin" \
    grt_usage_pct 2.83 \
    path_buffers 6 \
    fin_crit_ps 5280 \
    drcViolationCount 0 \
    die_h_um 80 \
    cp-startpoint "A[0]" \
    overflow 0 \
    antenna_found_initial 0 \
    dr.pass1.iters 2 \
    cp.arrival_ps 4500 \
    ioPinCount 34 \
    area_growth_pct 103 \
    fill_cells 386 \
    endpoint_kind "output pin" \
    p_int_mw 0.0538 \
    crit_path_max_incr_delay_ps 410 \
    comb_power_share_pct 100.0 \
    final.setup.tns_ps -4660 \
    crit_path_start_kind "primary input" \
    required_ps 3120 \
    die_w_um 80 \
    worst_slew_pin_slew_ps 110 \
    final-comb-area_um2 225 \
    crit_cells 16 \
    pre_cts_ws_ps -2300 \
    fin_util_pct 18.6 \
    clockBufferCount 0 \
    dp_hpwl_um 953 \
    top_cells_by_area "fa_1 64%, buf_4 24%, inv_1 12%" \
    fin_ws_ps -1380 \
    synth_area_um2 313 \
    gp_congestion 0.835 \
    power_frac_seq_pct 0 \
    ys_types 3 \
    wl_met2_um 269 \
    core_area_um2 3420 \
    warnings 37 \
    slew_headroom_pct 92.7 \
    yosys_warnings 10 \
    setup_viol 6 \
    syn_inst 30 \
    hold_violations 0 \
    dr_total_vias 260 \
    grt_max_degree 2 \
    min_to "result[0]" \
    crit_chain "buf_8 -> inv_12 -> fa_2 -> inv_2 -> fa_2 -> fa_2 -> fa_2 -> fa_2 -> fa_2 -> fa_2 -> fa_2 -> fa_2 -> inv_2 -> fa_2 -> inv_1 -> buf_2" \
    outcome "finished with violations" \
    avgViaCountPerCell 2.65 \
    diodes 0 \
    p_leak_nw 0.253 \
    max_freq_mhz 189 \
    cp_max_fo 1 \
    maxSlewViolCount 0 \
    rsz0062_at_grt "yes" \
    cpLargestDelayFamily "adder cells" \
    syn_avg_cell_area_um2 10.4 \
    ys_seq_share_pct 0 \
    port_buffers 32 \
    met1Wirelength_um 429 \
    drive_above_1_share_pct 46.2 \
    crit_slowest_cell "fa_2" \
    die_area_um2 6400 \
    grt_pass1_wl_um 1450 \
    ant_nets 0 \
    met3WireLength_um 239 \
    path_class "in -> out" \
    yosysCellCount 30 \
    top_area_cell "fa_1" \
    power.density_nw_per_um2 124 \
    fp_util_pct 9.16 \
    grt_pass1_vias 293 \
    seq_cells 0 \
    ys_chip_area_um2 313 \
    violations "setup timing" \
    p_clk_share_pct 0 \
    postCtsSetupBuffers 0 \
    drt_wl_total_um 938 \
]
[cells in the final DEF (no fill, tap or decap)]
cell type,synthesis,routed
fa_2,0,10
clkinv_4,0,1
inv_1,10,5
buf_2,0,6
inv_2,0,2
clkdlybuf4s50_1,0,20
buf_6,0,2
buf_8,0,1
dlygate4sd2_1,0,3
inv_12,0,1
inv_4,0,1
[repair_timing]
item | CTS | global route
endpoints found under the setup margin | 8 | 6
hold buffers | 0 | 0
pin swaps | 10 | 10
gates resized | 41 | 2
[metrics by stage]
| step | power [mW] | std cells | hold slack (ps) | area, um^2 |
|---|---|---|---|---|
| floorplan | 0.0485 | 30 | 1790 | 357 |
| global placement | 0.0954 | 98 | 2630 | 656 |
| detailed placement | 0.0956 | 98 | 2640 | 656 |
| CTS | 0.0836 | 98 | 2320 | 632 |
| global route | 0.0904 | 98 | 2350 | 634 |
| finish | 0.0789 | 98 | 2310 | 634 |
[cell type report]
| cell class | count | share of cell area, % |
|---|---|---|
| inverters | 10 | 9.07 |
| repair buffers | 32 | 46.4 |
| well taps | 46 | 9.07 |
| multi-input cells | 10 | 35.5 |
[worst max-delay path by stage]
| stage | end | slack, ps |
|---|---|---|
| CTS | result[9] | -1610 |
| global route | result[9] | -1510 |
| finish | result[9] | -1380 |
[metal layers]
metal	global-route usage (%)	vias to the layer above
met3	2.05	0
li1	-	114
met5	0	-
met1	4.39	116
met2	3.13	30
met4	0	0
[synthesized netlist by cell type]
master  number
inv_1       10
buf_4       10
fa_1        10
[worst min-delay path: cells and delay by family]
kind,cells,cell delay (ps)
buffers and inverters,4,570
adders and majority gates,1,180
[power groups by stage]
| stage | combinational [mW] | sequential [mW] | clock (mW) |
|---|---|---|---|
| global route | 0.0904 | 0 | 0 |
| finish | 0.0789 | 0 | 0 |
| CTS | 0.0836 | 0 | 0 |
[cells by family after synthesis]
logic type  share of synthesized area (%)
fa+ha+maj                            64.0
buf+inv                              36.0
Power is estimated from default activity; no workload was simulated.
